### ./config.mk
export PLATFORM = sky130hd
export DESIGN_NAME = Div
export DESIGN_NICKNAME = Div
export VERILOG_FILES = /design/flow/design.v
export SDC_FILE = /design/flow/constraint.sdc
export NUM_CORES = 4
export LEC_CHECK = 1
export CORE_UTILIZATION = 50
### ./constraint.sdc
current_design Div

set clk_period 37.5
set clk_io_pct 0.2

create_clock -name clk0 -period $clk_period [get_ports {clock}]

set non_clock_inputs [all_inputs -no_clocks]
set_input_delay [expr $clk_period * $clk_io_pct] -clock clk0 $non_clock_inputs
set_output_delay [expr $clk_period * $clk_io_pct] -clock clk0 [all_outputs]
### ./design.v
module Div (
    input clock,DivSig,
    input [31:0] a,b,
    output reg [31:0] hi,lo,
    output reg flag
);
reg [5:0] counter;
reg [31:0] soma,resto,aAux,bAux,bAux2,bAux3; 
reg negative;
reg debug;
initial begin
    counter=31;
    soma=0;
    resto=0;
    hi=0;
    lo=0;
    flag=0;
    aAux=0;
    bAux=0;
    negative=0;
    debug=0;
    bAux2=0;
end
always @(posedge clock) begin
    if(DivSig==1) begin
        counter=32;
    soma=0;
    resto=0;
    hi=0;
    lo=0;
    flag=0;
    aAux=a;
    bAux=0;
    bAux2=b;
    if(a[31]==1&&b[31]==1)begin
      negative=0;
       aAux=~aAux+1; 
        bAux2=~bAux2+1; 
        bAux3=~bAux3+1; 
    end else if (a[31]==1&&b[31]==0) begin
        negative=1;
       aAux=~aAux+1; 
    end
    else if (a[31]==0&&b[31]==1) begin
        negative=1;
       bAux2=~bAux2+1; 
        bAux3=~bAux3+1; 
    end
     end 
     counter=counter-1;
   debug=0;
   if((bAux2<<counter)<{{32{1'b0}},2147483648})begin
        bAux=bAux2<<counter;
        debug=1;
   end
  bAux3=bAux2<<counter;
    if(bAux<=aAux&&counter>=0&&bAux>0) begin
        soma=soma+{1<<counter};
        aAux = aAux - bAux;
    end
     if (counter==0) begin
    hi=aAux;
    lo=soma;
    flag=1;
    if(negative==1)begin
        lo={~lo}+1;
    end
end
end 
endmodule
### ./run.sh
#!/bin/bash
# OpenROAD 26Q1-2900-gdf79404cd8, Yosys 0.63+post, stock flow scripts
make -C /OpenROAD-flow-scripts/flow DESIGN_CONFIG=/design/flow/config.mk WORK_HOME=/design/flow/orfs finish
==> GITHUB_STEP_SUMMARY <==
### Metrics collected by this job

| Metric | Value |
|---|---|
| Status | complete, no violations |
| Max_cap viols | 0 |
| Largest net degree at the start of global routing | 108 |
| Setup bufs post-CTS | 0 |
| Clk slew on worst S/H paths | 70 ps |
| CTS H-tree depth | 4 |
| Post-DRT Antenna Nets | 0 |
| Synth Seq Share | 0.267 |
| Register bit total from synthesis | 200 |
| Clock share of power | 0.280 |
| Core region area | 0.0339 mm^2 |
| Slowest Stage Delay on Critical Path | 630 ps |
| Slew Limit Fails | 0 |
| Fp util | 0.514 |
| Worst reg2reg endpoint | lo[30]$_SDFFCE_PN0P_ |
| Inserted Diodes | 0 |
| I/O pin total | 131 |
| Slowest-stage cell, CP | inv_2 |
| First-pass GRT wire length | 87.0 mm |
| Top FF cell, synth | dfxtp_1 |
| HP Start | flag$_SDFFE_PP1P_ |
| Count of tool warnings | 32 |
| Power share of the sequential group | 0.349 |
| Max frequency | 0.0498 GHz |
| Bufs on Longest Clock Path | 2 |
| Ys async rst share | 0 |
| Setup violations, final | 0 |
| P_leak | 8.11 nW |
| Setup_tns | 0 ps |
| Worst setup EP type | flop |
| Reg-to-reg critical path startpoint | counter[0]$_DFF_P_ |
| Worst hold endpoint | flag$_SDFFE_PP1P_ |
| Vias/cell | 6.22 |
| Hold path cells | 1 |
| Fin util | 0.578 |
| Placer Congestion | 0.970 |
| Leading area contributor after synthesis | dfxtp_1 |
| Yosys top cell by instances | nor2_1 |
| Root Driver | clkbuf_16 |
| Clock Sinks | 200 |
| Critical Path AT | 20380 ps |
| Startpoint Class | input pin |
| Chip area | 0.0356 mm^2 |
| Final Skew | 9.15 ps |
| DR WL/cell | 20.4 um |
| Switching share of power | 0.372 |
| Post-Syn Area | 0.0174 mm^2 |
| Reg2reg path depth | 42 |
| Filler cells | 3098 |
| Rel. slew slack | 0.403 |
| RSZ-0062 raised after global routing | no |
| Routed WL | 55.6 mm |
| Most instantiated cells after synthesis | nor2_1 (197), nand2_1 (187), a21oi_1 (184) |
| Clock latency on the worst-skew pair | 460 ps |
| Overflow after GRT | 0 |
| Critical path fanouts, max | 68 |
| Ys cells | 2229 |
| Switch Pwr | 0.259 mW |
| CP Buf/Inv Count | 7 |
| Drt pass-1 iters | 6 |
| Starting DRT DRC Count | 1553 |
| Int Power | 0.438 mW |
| Yosys stat area | 0.0174 mm^2 |
| Final tally of hold violations | 0 |
| Distinct lib cells | 101 |
| Critical path's top delay family | AND-OR/OR-AND gates |
| Worst slew pin tran | 889 ps |
| Flop2flop setup slack | 24800 ps |
| Syn Area/Cell | 7.81 um^2 |
| Cell mode on critical path | o21ai_0 |
| Worst hold path class | reg2reg |
| Port buffer count | 130 |
| Die height | 189 um |
| Post_cts resized | 0 |
| Crit path DRT | 37800 ps |
| Vias in the first global route | 15100 |
| Synth Instances | 2229 |
| Area share of the largest cell type after synthesis | 0.156 |
| Crit path kind | in2reg |
| Top cells by area | dfxtp_1 (16%), edfxtp_1 (11%), a21oi_1 (5.3%) |
| Via count | 16900 |
| Share of layout cells above drive strength 1 | 0.0733 |
| CTS tree | yes |
| Fin crit period | 20080 ps |
| # rows | 67 |
| Fin crit share | 0.536 |
| DR DRC count | 0 |
| Initial antenna violation count | 0 |
| DP Wirelength | 42.0 mm |
| Power Dens Cells | 35.6 mW/mm^2 |
| Max rail drop VDD | 35.8 uV |
| Combinational power share | 0.371 |
| YS warnings | 1 |
| Hold buffer count at cts | 0 |
| Total CTS buffers | 17 |
| Area delta synth->final | 12.3% |
| Number of synthesized flops with an enable pin | 64 |
| Total GRT Usage | 0.319 |
| Chip width | 189 um |
## area by class of cell
type / instances / area, um^2 / share of cell area
multi-input combinational: 1793 / 11900 / 0.606
sequential: 200 / 4650 / 0.237
timing repair buffer: 164 / 1570 / 0.0800
tap: 448 / 561 / 0.0287
clock buffer: 19 / 443 / 0.0226
inverter: 88 / 330 / 0.0169
clock inverter: 13 / 168 / 0.00857
## cell usage in the layout (no fill, tap or decap), types with 64 or more instances in the layout
| cell | instances |
|---|---|
| nor2_1 | 197 |
| nand2_1 | 185 |
| a21oi_1 | 184 |
| dfxtp_1 | 135 |
| clkdlybuf4s50_1 | 128 |
| o21ai_0 | 102 |
| inv_1 | 83 |
| ha_1 | 71 |
| nor3_1 | 64 |
| edfxtp_1 | 64 |
## flip-flops by register name (all words and copies together) (netlist names)
name      cells
lo           32
soma         32
counter       6
bAux         32
bAux2        32
hi           32
negative      1
flag          1
aAux         32
## per-layer routing
metal / GRT usage / vias to the layer above / share of wire / routed length, um
met2: 0.460 / 615 / 0.42 / 23600
li1: - / 8373 / - / -
met5: 0 / - / 0 / 0
met4: 0.0642 / 0 / 0.023 / 1290
met3: 0.0536 / 77 / 0.072 / 3990
met1: 0.512 / 7880 / 0.48 / 26800
## cell families (layout without fill, tap and decap cells)
| logic type | after synthesis | after routing | share of synthesized area |
|---|---|---|---|
| compound gates | 656 | 656 | 0.251 |
| simple gates | 870 | 870 | 0.262 |
| buf+inv | 236 | 284 | 0.0550 |
| flops | 200 | 200 | 0.267 |
| fa+ha+maj | 73 | 73 | 0.0533 |
| xor+xnor | 107 | 107 | 0.0538 |
| mux | 87 | 87 | 0.0582 |
## power by group through the flow
stage / logic (mW) / registers, mW / clock network [mW]
final: 0.258 / 0.243 / 0.196
after global routing: 0.279 / 0.245 / 0.208
after CTS: 0.253 / 0.243 / 0.199
## stage by stage
step | setup WS (ps) | hold WS (ps) | total power [mW] | instance area [um^2] | cells
floorplan | 18740 | 403 | 0.421 | 17400 | 2229
global placement | 17880 | 436 | 0.501 | 19000 | 2693
detailed placement | 17300 | 447 | 0.500 | 19000 | 2693
CTS | 17700 | 464 | 0.696 | 19600 | 2725
global route | 16450 | 497 | 0.732 | 19600 | 2725
finish | 17420 | 458 | 0.697 | 19600 | 2725
## worst max-delay path by stage
stage	slack (ps)	cells after the start	start	to
global route	16450	44	DivSig	lo[30]$_SDFFCE_PN0P_
CTS	17700	44	DivSig	lo[30]$_SDFFCE_PN0P_
finish	17420	44	DivSig	lo[30]$_SDFFCE_PN0P_
## worst reg2reg max path: cells and delay by family (launching register included)
kind / cells / cell delay (ps)
mux: 3 / 1160
flops: 1 / 320
compound gates: 18 / 5140
fa+ha+maj: 4 / 1330
xor+xnor: 1 / 120
simple gates: 11 / 2510
buf+inv: 5 / 1960
Power is estimated from default activity; no workload was simulated.
