**flow/config.mk**
```make
export PLATFORM = sky130hd
export DESIGN_NAME = Mux_3
export DESIGN_NICKNAME = Mux_3
export VERILOG_FILES = /design/flow/design.v
export SDC_FILE = /design/flow/constraint.sdc
export NUM_CORES = 4
export LEC_CHECK = 1
export CORE_AREA = 10 10 141 141
export DIE_AREA = 0 0 151 151
```
**flow/constraint.sdc**
```tcl
current_design Mux_3

set clk_period 8.5
set clk_io_pct 0.2

create_clock -name clk0 -period $clk_period

set non_clock_inputs [all_inputs -no_clocks]
set_input_delay [expr $clk_period * $clk_io_pct] -clock clk0 $non_clock_inputs
set_output_delay [expr $clk_period * $clk_io_pct] -clock clk0 [all_outputs]
```
**flow/design.v**
```verilog
module Mux_3(
  input wire [3:0] seletor,
  input wire [31:0] pc,
  input wire [31:0] aluResult,
  input wire [31:0] LT_extend,
  input wire [31:0] hi,
  input wire [31:0] lo,
  input wire [31:0] load_size_out,
  input wire [31:0] saida_registrador_de_deslocamento,
  output reg [31:0] saida
);
parameter DoisDoisSete = 32'b00000000000000000000000011100011;
wire [31:0] W1;
wire [31:0] W2;
wire [31:0] W3;
wire [31:0] W4;
wire [31:0] W5;
wire [31:0] W6;
assign W6 = (seletor == 4'b0111) ? load_size_out : saida_registrador_de_deslocamento;
assign W5 = (seletor == 4'b0110) ? lo : W6;
assign W4 = (seletor == 4'b0101) ? hi : W5;
assign W3 = (seletor == 4'b0100) ? LT_extend : W4;
assign W2 = (seletor == 4'b0011) ? aluResult : W3;
assign W1 = (seletor == 4'b0010) ? DoisDoisSete : W2;
assign saida = (seletor == 4'b0001) ? pc : W1;
endmodule
```
**flow/run.sh**
```bash
#!/bin/bash
# OpenROAD 26Q1-2900-gdf79404cd8, Yosys 0.63+post, stock flow scripts
make -C /OpenROAD-flow-scripts/flow DESIGN_CONFIG=/design/flow/config.mk WORK_HOME=/design/flow/orfs finish
```
==> impl_metrics.py <==
# Auto-generated metrics
metrics = {
    "outcome": {
        "outcome": "finished, final reports clean",
    },
    "critical_path": {
        "worstPathMaxFanout": 46,
        "endpoint_kind": "output pin",
        "cp.required_ns": 6.80,
        "critPathKind": "in -> out",
        "arrival_ns": 4.54,
        "cp-start-kind": "primary input",
    },
    "global_route": {
        "use_met3": 0.03483,
        "grt-ovfl-total": 0,
        "busiest_layer": "met2",
        "grt_pass1_wl_um": 25130,
        "grt_pass1_vias": 4254,
        "grt_max_degree": 47,
        "grtUsageMet2": 0.2665,
        "antenna_found_initial": 1,
        "grt_usage": 0.1429,
        "use_met1": 0.1699,
    },
    "logic_synthesis": {
        "top_area_cell": "o21ai_0",
        "area_leaders": "o21ai_0 17%, mux2i_1 13%, a22oi_1 9.8%, a22o_1 5.7%, nand2_1 5.7%",
        "avgSynthCellArea_um2": 6.272,
        "ys_area_um2": 2452,
        "synth_cells": 391,
        "most_common_cell": "o21ai_0",
        "yosysTopAreaCellShare": 0.1694,
        "netlist_area_um2": 2452,
        "yosysUniqueCellTypes": 34,
        "common_cells": "83 x o21ai_0, 37 x nand2_1, 33 x mux2i_1",
        "ys_cells": 391,
        "yosys_warnings": 1,
        "ys_seq_frac": 0,
    },
    "cells_and_area": {
        "seq_area_um2": 0,
        "nClkBuffers": 0,
        "syn2layout_area_growth_pct": 111.2,
        "drive_above_1_share": 0.05323,
        "flops": 0,
    },
    "detailed_routing": {
        "num_vias": 3933,
        "ant_nets": 0,
        "viasPerCell": 4.682,
        "first_pass_iters": 4,
        "diodes": 0,
        "avgRoutedWirePerCell_um": 20.74,
        "drc": 0,
        "first_iter_violations": 145,
        "drt-total-wl_um": 17420,
    },
    "final_timing": {
        "relSlewSlack": 0.5703,
        "tightest_slew_ns": 0.6426,
        "setup_violations": 0,
        "finalSetupTns_ns": 0,
        "hold_viol": 0,
        "period_minus_slack_ns": 6.241,
        "post-route-period-util": 0.7343,
        "fmax_ghz": 0.1602,
        "rsz0062_at_grt": "false",
        "maxSlewViolCount": 0,
    },
    "power_and_ir_drop": {
        "p_leak_nw": 1.921,
        "vdd_ir_drop_max_mv": 0.01563,
        "p_per_area_nw_per_um2": 50.71,
        "power.total_uw": 262.7,
    },
    "floorplan": {
        "die_area_um2": 22800,
        "core_um2": 16700,
        "io_pins": 260,
        "initial_core_util": 0.1468,
        "rows": 47,
        "fp.dieH_um": 151,
        "die_width_um": 151,
    },
    "clock_network": {
        "cts_resized": 0,
        "post_cts_buffers": 0,
        "hold_buffers": 0,
    },
    "min_path": {
        "min_path_type": "in -> out",
        "hold_depth": 5,
    },
    "placed_design": {
        "gp_congestion": 0.8557,
        "dp_hpwl_um": 14110,
        "port_buffers": 260,
    },
    "job": {
        "drv_cap": 0,
        "warnings": 32,
    },
}
==> placed cells by master, fill, tap and decap left out, drive strengths merged, types with 13 or more instances in the layout <==
cell type / Yosys / final
o21ai: 83 / 83
a22o: 16 / 16
buf: 28 / 16
mux2i: 33 / 33
a21oi: 21 / 21
o22ai: 14 / 14
a22oi: 32 / 32
clkdlybuf4s50: 0 / 257
nor2: 34 / 34
nand2: 37 / 37
nor2b: 13 / 13
==> worst max-delay path, cell delays in order <==
cell             delay, ns
buf_2                 0.33
buf_4                 0.55
nand3b_1              0.57
buf_4                 0.42
nand2_1               0.09
a22oi_1               0.09
a221o_1               0.33
clkdlybuf4s50_1       0.44
==> kinds of logic after synthesis <==
| kind of cell | synth area share |
|---|---|
| mux | 0.1622 |
| buf+inv | 0.1036 |
| simple gates | 0.2418 |
| compound gates | 0.4924 |
==> final cells by class <==
cell class,instances,area [um^2]
fillers,1840,11520
repair buffers,273,2685
multi-input cells,342,2201
well taps,220,275.3
inverters,5,18.77
==> metal layers <==
metal | wire length [um] | part of all wire
met5 | 0 | 0
met2 | 8817 | 0.51
met4 | 34 | 0.0020
met3 | 1433 | 0.082
met1 | 7136 | 0.41
==> where the power goes <==
group / total [mW] / internal (mW) / switching [mW]
logic: 0.263 / 0.169 / 0.0934
registers: 0 / 0 / 0
clock network: 0 / 0 / 0
==> path summary, 6_finish.rpt <==
| path | from | to |
|---|---|---|
| min | seletor[3] | saida[9] |
| max | seletor[1] | saida[4] |
==> metrics by stage <==
step	utilization	hold slack [ns]	instances	worst slack, ns	instance area, um^2
after detailed placement	0.3102	4.394	840	2.170	5180
after CTS	0.3102	4.398	840	2.170	5180
after floorplan	-	3.487	391	4.060	2452
after global routing	0.3102	4.447	840	2.030	5180
final	0.3102	4.390	840	2.259	5180
after global placement	0.3102	4.394	840	2.246	5180
Power figures rest on the tool's default switching activity, not on a simulated workload.
